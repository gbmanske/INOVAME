$ cat ./design.v
module generate_i
    (
        input Ai,Bi,
        output Gi
    );
    assign Gi = Ai & Bi;
endmodule: generate_i
module propagate_i
    (
        input Ai,Bi,
        output Pi
    );
    assign Pi = Ai ^ Bi;
endmodule: propagate_i
module bolinha
    (
        input Gi,Gj,Pi,Pj,
        output Gij,Pij
    );
    generate_ij  GENERATE  (.Gi(Gi),.Pi(Pi),.Gj(Gj),.Gij(Gij));
    propagate_ij PROPAGATE (.Pi(Pi),.Pj(Pj),.Pij(Pij));
endmodule: bolinha
module carry
    (
        input Gi,Pi,Cin,
        output Ci
    );
    assign Ci = Gi | (Pi & Cin);
endmodule: carry
module generate_ij
    (
        input Gi,Pi,Gj,
        output Gij
    );
    assign Gij = Gi | (Pi & Gj);
endmodule: generate_ij
module propagate_ij
    (
        input Pi,Pj,
        output Pij
    );
    assign Pij = Pi & Pj;
endmodule: propagate_ij
module soutput
    (
        input Pi,Cant,
        output Si
    );
    assign Si = Pi ^ Cant;
endmodule: soutput
module sklansky_32bits #(
    parameter int WIDTH = 32   
)(
    input  logic [WIDTH-1:0] A, B,
    input  logic Cin,
    output logic [WIDTH-1:0] S,
    output logic Cout
);
    logic [WIDTH-1:0] G, P, C;
    logic [31:0][31:0] Po;  
    logic [31:0][31:0] Go;  
    genvar i;
    generate    
        for (i = 0; i < WIDTH; i = i + 1) begin : GENERATE_PROPAGATE
            generate_i  GENERATE  (.Ai(A[i]),.Bi(B[i]),.Gi(G[i]));
            propagate_i PROPAGATE (.Ai(A[i]),.Bi(B[i]),.Pi(P[i]));
        end
    endgenerate
generate    
    for (i = 1; i < WIDTH; i = i + 2) begin : LEVEL_1
        bolinha B1 (.Gi(G[i]), .Gj(G[i-1]), .Pi(P[i]), .Pj(P[i-1]), .Gij(Go[i][i-1]), .Pij(Po[i][i-1]));
    end
endgenerate
generate    
    for (i = 3; i < WIDTH; i = i + 4) begin : LEVEL_2
        bolinha B2 (.Gi(Go[i][i-1]), .Gj(Go[i-2][i-3]), .Pi(Po[i][i-1]), .Pj(Po[i-2][i-3]), .Gij(Go[i][i-3]), .Pij(Po[i][i-3]));
        bolinha B3 (.Gi(G[i-1]), .Gj(Go[i-2][i-3]), .Pi(P[i-1]), .Pj(Po[i-2][i-3]), .Gij(Go[i-1][i-3]), .Pij(Po[i-1][i-3]));
    end
endgenerate
generate    
    for (i = 7; i < WIDTH; i = i + 8) begin : LEVEL_3
        bolinha B4 (.Gi(Go[i][i-3]), .Gj(Go[i-4][i-7]), .Pi(Po[i][i-3]), .Pj(Po[i-4][i-7]), .Gij(Go[i][i-7]), .Pij(Po[i][i-7]));
        bolinha B5 (.Gi(Go[i-1][i-3]), .Gj(Go[i-4][i-7]), .Pi(Po[i-1][i-3]), .Pj(Po[i-4][i-7]), .Gij(Go[i-1][i-7]), .Pij(Po[i-1][i-7]));
        bolinha B6 (.Gi(Go[i-2][i-3]), .Gj(Go[i-4][i-7]), .Pi(Po[i-2][i-3]), .Pj(Po[i-4][i-7]), .Gij(Go[i-2][i-7]), .Pij(Po[i-2][i-7]));
        bolinha B7 (.Gi(G[i-3]), .Gj(Go[i-4][i-7]), .Pi(P[i-3]), .Pj(Po[i-4][i-7]), .Gij(Go[i-3][i-7]), .Pij(Po[i-3][i-7]));
    end
endgenerate
bolinha B8 (.Gi(G[24]), .Gj(Go[23][16]), .Pi(P[24]), .Pj(Po[23][16]), .Gij(Go[24][16]), .Pij(Po[24][16]));
bolinha B9 (.Gi(G[8]), .Gj(Go[7][0]), .Pi(P[8]), .Pj(Po[7][0]), .Gij(Go[8][0]), .Pij(Po[8][0]));
generate    
    for (i = 25; i < WIDTH; i = i + 1) begin : LEVEL_4
        bolinha B10 (.Gi(Go[i][24]), .Gj(Go[23][16]), .Pi(Po[i][24]), .Pj(Po[23][16]), .Gij(Go[i][16]), .Pij(Po[i][16]));
        bolinha B11 (.Gi(Go[i-16][8]), .Gj(Go[7][0]), .Pi(Po[i-16][8]), .Pj(Po[7][0]), .Gij(Go[i-16][0]), .Pij(Po[i-16][0]));
    end
endgenerate
bolinha B12 (.Gi(G[16]), .Gj(Go[15][0]), .Pi(P[16]), .Pj(Po[15][0]), .Gij(Go[16][0]), .Pij(Po[16][0]));
generate    
    for (i = 17; i < WIDTH; i = i + 1) begin : LEVEL_5
        bolinha B13 (.Gi(Go[i][16]), .Gj(Go[15][0]), .Pi(Po[i][16]), .Pj(Po[15][0]), .Gij(Go[i][0]), .Pij(Po[i][0]));
    end
endgenerate
    carry C0 (.Gi(G[0]),.Pi(P[0]),.Cin(Cin),.Ci(C[0]));
    carry C1 (.Gi(Go[01][00]),.Pi(Po[01][00]),.Cin(Cin),.Ci(C[1])); 
    carry C2 (.Gi(Go[02][00]),.Pi(Po[02][00]),.Cin(Cin),.Ci(C[2])); 
    carry C3 (.Gi(Go[03][00]),.Pi(Po[03][00]),.Cin(Cin),.Ci(C[3])); 
    carry C4 (.Gi(Go[04][00]),.Pi(Po[04][00]),.Cin(Cin),.Ci(C[4])); 
    carry C5 (.Gi(Go[05][00]),.Pi(Po[05][00]),.Cin(Cin),.Ci(C[5])); 
    carry C6 (.Gi(Go[06][00]),.Pi(Po[06][00]),.Cin(Cin),.Ci(C[6])); 
    carry C7 (.Gi(Go[07][00]),.Pi(Po[07][00]),.Cin(Cin),.Ci(C[7]));
    carry C8 (.Gi(Go[08][00]),.Pi(Po[08][00]),.Cin(Cin),.Ci(C[8])); 
    carry C9 (.Gi(Go[09][00]),.Pi(Po[09][00]),.Cin(Cin),.Ci(C[9])); 
    carry C10 (.Gi(Go[10][00]),.Pi(Po[10][00]),.Cin(Cin),.Ci(C[10])); 
    carry C11 (.Gi(Go[11][00]),.Pi(Po[11][00]),.Cin(Cin),.Ci(C[11])); 
    carry C12 (.Gi(Go[12][00]),.Pi(Po[12][00]),.Cin(Cin),.Ci(C[12])); 
    carry C13 (.Gi(Go[13][00]),.Pi(Po[13][00]),.Cin(Cin),.Ci(C[13])); 
    carry C14 (.Gi(Go[14][00]),.Pi(Po[14][00]),.Cin(Cin),.Ci(C[14])); 
    carry C15 (.Gi(Go[15][00]),.Pi(Po[15][00]),.Cin(Cin),.Ci(C[15]));
    carry C16 (.Gi(Go[16][00]),.Pi(Po[16][00]),.Cin(Cin),.Ci(C[16])); 
    carry C17 (.Gi(Go[17][00]),.Pi(Po[17][00]),.Cin(Cin),.Ci(C[17])); 
    carry C18 (.Gi(Go[18][00]),.Pi(Po[18][00]),.Cin(Cin),.Ci(C[18])); 
    carry C19 (.Gi(Go[19][00]),.Pi(Po[19][00]),.Cin(Cin),.Ci(C[19])); 
    carry C20 (.Gi(Go[20][00]),.Pi(Po[20][00]),.Cin(Cin),.Ci(C[20])); 
    carry C21 (.Gi(Go[21][00]),.Pi(Po[21][00]),.Cin(Cin),.Ci(C[21])); 
    carry C22 (.Gi(Go[22][00]),.Pi(Po[22][00]),.Cin(Cin),.Ci(C[22])); 
    carry C23 (.Gi(Go[23][00]),.Pi(Po[23][00]),.Cin(Cin),.Ci(C[23])); 
    carry C24 (.Gi(Go[24][00]),.Pi(Po[24][00]),.Cin(Cin),.Ci(C[24])); 
    carry C25 (.Gi(Go[25][00]),.Pi(Po[25][00]),.Cin(Cin),.Ci(C[25])); 
    carry C26 (.Gi(Go[26][00]),.Pi(Po[26][00]),.Cin(Cin),.Ci(C[26])); 
    carry C27 (.Gi(Go[27][00]),.Pi(Po[27][00]),.Cin(Cin),.Ci(C[27])); 
    carry C28 (.Gi(Go[28][00]),.Pi(Po[28][00]),.Cin(Cin),.Ci(C[28])); 
    carry C29 (.Gi(Go[29][00]),.Pi(Po[29][00]),.Cin(Cin),.Ci(C[29])); 
    carry C30 (.Gi(Go[30][00]),.Pi(Po[30][00]),.Cin(Cin),.Ci(C[30])); 
    carry C31 (.Gi(Go[31][00]),.Pi(Po[31][00]),.Cin(Cin),.Ci(C[31]));
    soutput S0 (.Pi(P[0]),.Cant(Cin),.Si(S[0]));
    soutput S1 (.Pi(P[1]),.Cant(C[0]),.Si(S[1])); 
    soutput S2 (.Pi(P[2]),.Cant(C[1]),.Si(S[2])); 
    soutput S3 (.Pi(P[3]),.Cant(C[2]),.Si(S[3])); 
    soutput S4 (.Pi(P[4]),.Cant(C[3]),.Si(S[4])); 
    soutput S5 (.Pi(P[5]),.Cant(C[4]),.Si(S[5])); 
    soutput S6 (.Pi(P[6]),.Cant(C[5]),.Si(S[6])); 
    soutput S7 (.Pi(P[7]),.Cant(C[6]),.Si(S[7]));
    soutput S8 (.Pi(P[8]),.Cant(C[7]),.Si(S[8])); 
    soutput S9 (.Pi(P[9]),.Cant(C[8]),.Si(S[9])); 
    soutput S10 (.Pi(P[10]),.Cant(C[9]),.Si(S[10])); 
    soutput S11 (.Pi(P[11]),.Cant(C[10]),.Si(S[11])); 
    soutput S12 (.Pi(P[12]),.Cant(C[11]),.Si(S[12])); 
    soutput S13 (.Pi(P[13]),.Cant(C[12]),.Si(S[13])); 
    soutput S14 (.Pi(P[14]),.Cant(C[13]),.Si(S[14])); 
    soutput S15 (.Pi(P[15]),.Cant(C[14]),.Si(S[15]));
    soutput S16 (.Pi(P[16]),.Cant(C[15]),.Si(S[16]));
    soutput S17 (.Pi(P[17]),.Cant(C[16]),.Si(S[17]));
    soutput S18 (.Pi(P[18]),.Cant(C[17]),.Si(S[18]));
    soutput S19 (.Pi(P[19]),.Cant(C[18]),.Si(S[19]));
    soutput S20 (.Pi(P[20]),.Cant(C[19]),.Si(S[20]));
    soutput S21 (.Pi(P[21]),.Cant(C[20]),.Si(S[21]));
    soutput S22 (.Pi(P[22]),.Cant(C[21]),.Si(S[22]));
    soutput S23 (.Pi(P[23]),.Cant(C[22]),.Si(S[23]));
    soutput S24 (.Pi(P[24]),.Cant(C[23]),.Si(S[24]));
    soutput S25 (.Pi(P[25]),.Cant(C[24]),.Si(S[25]));
    soutput S26 (.Pi(P[26]),.Cant(C[25]),.Si(S[26]));
    soutput S27 (.Pi(P[27]),.Cant(C[26]),.Si(S[27]));
    soutput S28 (.Pi(P[28]),.Cant(C[27]),.Si(S[28]));
    soutput S29 (.Pi(P[29]),.Cant(C[28]),.Si(S[29]));
    soutput S30 (.Pi(P[30]),.Cant(C[29]),.Si(S[30]));
    soutput S31 (.Pi(P[31]),.Cant(C[30]),.Si(S[31]));
    assign Cout = C[WIDTH-1];
endmodule
$ cat ./run.sh
#!/bin/bash
# OpenROAD 26Q1-2900-gdf79404cd8, Yosys 0.63+post, stock flow scripts
make -C /OpenROAD-flow-scripts/flow DESIGN_CONFIG=/design/flow/config.mk WORK_HOME=/design/flow/orfs finish
$ cat ./config.mk
export PLATFORM = sky130hd
export DESIGN_NAME = sklansky_32bits
export DESIGN_NICKNAME = sklansky_32bits
export VERILOG_FILES = /design/flow/design.v
export SDC_FILE = /design/flow/constraint.sdc
export NUM_CORES = 4
export LEC_CHECK = 1
export CORE_AREA = 10 10 92 92
export DIE_AREA = 0 0 102 102
$ cat ./constraint.sdc
current_design sklansky_32bits

set clk_period 8.6
set clk_io_pct 0.2

create_clock -name clk0 -period $clk_period

set non_clock_inputs [all_inputs -no_clocks]
set_input_delay [expr $clk_period * $clk_io_pct] -clock clk0 $non_clock_inputs
set_output_delay [expr $clk_period * $clk_io_pct] -clock clk0 [all_outputs]
==> flow_metrics.env <==
# implementation run metrics
export IMPL_critical_path_cell_chain="clkdlybuf4s50_1, ha_1, a211oi_1, nor2_1, a211o_4, a22o_4, a211oi_4, xnor2_1, clkdlybuf4s50_1"
export IMPL_sequential_cell_total=0
export IMPL_run_status="complete, no violations"
export IMPL_antenna_violations_before_repair=0
export IMPL_area_leaders="ha_1 22%, buf_4 13%, xnor2_1 8.4%"
export IMPL_worst_margin_slew_ns=0.436
export IMPL_crit_fanout=6
export IMPL_synthesis_area_per_instance_sq_um=8.03
export IMPL_rsz0062_at_grt="false"
export IMPL_globalRouteOverflowTotal=0
export IMPL_post_dp_hpwl_um=4440
export IMPL_power_switching_w=0.0000731
export IMPL_leakagePower_nw=1.09
export IMPL_most_frequent_cp_cell="clkdlybuf4s50_1"
export IMPL_floorplanUtilization_pct=27.6
export IMPL_die_height_um=102
export IMPL_layout_area_overhead_vs_synth_pct=46.7
export IMPL_p_seq_share_pct=0
export IMPL_chipWidth_um=102
export IMPL_total_power_w=0.000204
export IMPL_port_buffers=98
export IMPL_num_clock_buffers=0
export IMPL_post_drt_via_cell_ratio=4.87
export IMPL_postCtsHoldBufs=0
export IMPL_cell_internal_pwr_w=0.000131
export IMPL_start_kind="input pin"
export IMPL_diodes=0
export IMPL_power_per_cell_area_nw_per_um2=78.1
export IMPL_post_cts_repair_setup_buffers=0
export IMPL_timing_max_transition_violations_final=0
export IMPL_max_cap_viols=0
export IMPL_seq_area_frac_synth_pct=0
export IMPL_core_area_sq_um=6460
export IMPL_power_ir_vdd_worst_v=0.0000357
export IMPL_timing_final_setup_violations=0
export IMPL_grt_pass1_wl_um=7960
export IMPL_cp_required_ns=6.88
export IMPL_synth_yosys_num_cells=222
export IMPL_detail_route_iter0_violations=27
export IMPL_worst_slew_margin_rel_pct=70.6
export IMPL_p_sw_share_pct=35.8
export IMPL_ctsResizeCount=0
export IMPL_openroad_warnings=32
export IMPL_max_freq_mhz=161
export IMPL_synth_distinct_cells=53
export IMPL_finalWeightedCongestion=0.788
export IMPL_number_of_global_route_vias_before_repair=1774
export IMPL_netlist_instances=222
export IMPL_die_area_sq_um=10400
export IMPL_worst_hold_path_type="in -> out"
export IMPL_yosysChipArea_sq_um=1780
export IMPL_placement_row_count=29
export IMPL_drtAntennaViolNets=0
export IMPL_maximum_number_of_pins_on_one_net_before_global_route_repair=9
export IMPL_grt_total_usage_pct=8.93
export IMPL_synthDominantAreaCellType="ha_1"
export IMPL_pin_count=98
export IMPL_share_clk_of_total_power_pct=0
export IMPL_fillers=631
export IMPL_yosysWarningCount=0
export IMPL_post_detailed_routing_wire_length_um=4890
export IMPL_slowest_delay_ns=0.49
export IMPL_drive_above_1_share_pct=6.97
export IMPL_finalCritPeriodShare_pct=72.1
export IMPL_area_combinational_sq_um=1510
export IMPL_drt_pass_1_iters=4
export IMPL_critical_path_arrival_ns=4.48
export IMPL_end_kind="output port"
export IMPL_hold_viol_final=0
export IMPL_synth_largest_type_area_fraction_pct=22.5
export IMPL_routed_via_count=1771
export IMPL_regArea_sq_um=0
export IMPL_drc_errors=0
export IMPL_fin_worst_hold_slack_ns=4.53
export IMPL_worst_setup_path_type="in -> out"
export IMPL_final_period_minus_worst_setup_slack_ns=6.20
export IMPL_totalNegativeSetupSlack_ns=0
export IMPL_worst_path_max_delay_cell="clkdlybuf4s50_1"
export IMPL_combined_area_of_all_synthesized_cells_sq_um=1780
export IMPL_comb_power_share_pct=100.0
export IMPL_routed_wirelength_normalized_by_instance_count_um=13.4
[final timing paths]
check / start / end / slack, ns / cells after the start
worst max-delay path: A[0] / S[31] / 2.40 / 9
worst min-delay path: B[31] / S[31] / 4.53 / 4
[power by group through the flow]
stage,registers (W),logic (W),clock network [W]
finish,0,0.000204,0
global route,0,0.000228,0
CTS,0,0.000210,0
[placed cells by master (no fill, tap or decap), types with 5 or more instances in the layout]
cell / n
clkdlybuf4s50_1: 98
nand3_1: 5
xnor2_1: 17
ha_1: 32
xor2_1: 6
a21oi_1: 22
nand2_1: 12
nor2_1: 8
inv_1: 9
and3_1: 7
[metrics by stage]
step                instances  instance area, sq um  setup WS, ns  utilization (%)
finish                    364                  2620          2.40             40.5
global route              364                  2620          2.15             40.5
CTS                       364                  2620          2.37             40.5
detailed placement        364                  2620          2.39             40.5
global placement          364                  2620          2.39             40.5
floorplan                 222                  1780          3.33                -
[critical path, delay by kind of cell]
kind                     cells  cell delay (ns)
AND-OR/OR-AND                4             1.21
AND/OR/NAND/NOR              1             0.17
XOR/XNOR                     1             0.15
buffers and inverters        2             0.92
adder cells (fa/ha/maj)      1             0.31
[layer usage]
layer  GRT usage, %  part of all wire (%)  vias to the layer above
met5              0                     0                        -
met3           3.14                    11                        0
met4              0                     0                        0
met2           15.8                    46                       50
met1           10.9                    42                      777
li1               -                     -                      944
[cell type report]
type | count | share of cell area, %
Inverter | 9 | 1.29
Multi-Input combinational cell | 180 | 57.5
Tap cell | 77 | 3.68
Timing Repair Buffer | 98 | 37.5
[Yosys cell counts (all sizes together), types with 3 or more instances]
library cell,number
ha,32
and3,10
nor2,8
buf,32
or2,4
a211oi,6
o211ai,3
o21ai,4
a31oi,5
a21o,4
nor3,4
and4,3
xnor2,17
a21oi,22
nand3,5
nand2,12
xor2,6
o21bai,4
inv,9
[cells by family after synthesis]
family	Yosys count	share of synthesized area [%]
xor gates and xnor gates	23	11.3
AOI/OAI and AO/OA	68	30.8
muxes	1	0.632
and+or+nand+nor	55	18.1
adders and majority gates	33	23.6
buffers and inverters	42	15.6
