File: flow/config.mk
export PLATFORM = sky130hd
export DESIGN_NAME = ladner_fischer_32bits
export DESIGN_NICKNAME = ladner_fischer_32bits
export VERILOG_FILES = /design/flow/design.v
export SDC_FILE = /design/flow/constraint.sdc
export NUM_CORES = 4
export LEC_CHECK = 1
export CORE_AREA = 10 10 113 113
export DIE_AREA = 0 0 123 123
File: flow/constraint.sdc
current_design ladner_fischer_32bits

set clk_period 16.2
set clk_io_pct 0.2

create_clock -name clk0 -period $clk_period

set non_clock_inputs [all_inputs -no_clocks]
set_input_delay [expr $clk_period * $clk_io_pct] -clock clk0 $non_clock_inputs
set_output_delay [expr $clk_period * $clk_io_pct] -clock clk0 [all_outputs]
File: flow/run.sh
#!/bin/bash
# OpenROAD 26Q1-2900-gdf79404cd8, Yosys 0.63+post, stock flow scripts
make -C /OpenROAD-flow-scripts/flow DESIGN_CONFIG=/design/flow/config.mk WORK_HOME=/design/flow/orfs finish
File: flow/design.v
module generate_i
    (
        input Ai,Bi,
        output Gi
    );
    assign Gi = Ai & Bi;
endmodule: generate_i
module propagate_i
    (
        input Ai,Bi,
        output Pi
    );
    assign Pi = Ai ^ Bi;
endmodule: propagate_i
module bolinha
    (
        input Gi,Gj,Pi,Pj,
        output Gij,Pij
    );
    generate_ij  GENERATE  (.Gi(Gi),.Pi(Pi),.Gj(Gj),.Gij(Gij));
    propagate_ij PROPAGATE (.Pi(Pi),.Pj(Pj),.Pij(Pij));
endmodule: bolinha
module carry
    (
        input Gi,Pi,Cin,
        output Ci
    );
    assign Ci = Gi | (Pi & Cin);
endmodule: carry
module generate_ij
    (
        input Gi,Pi,Gj,
        output Gij
    );
    assign Gij = Gi | (Pi & Gj);
endmodule: generate_ij
module propagate_ij
    (
        input Pi,Pj,
        output Pij
    );
    assign Pij = Pi & Pj;
endmodule: propagate_ij
module soutput
    (
        input Pi,Cant,
        output Si
    );
    assign Si = Pi ^ Cant;
endmodule: soutput
module ladner_fischer_32bits #(
    parameter int WIDTH = 32   
)(
    input  logic [WIDTH-1:0] A, B,
    input  logic Cin,
    output logic [WIDTH-1:0] S,
    output logic Cout
);
    logic [WIDTH-1:0] G, P, C;
    logic [31:0][31:0] Po;  
    logic [31:0][31:0] Go;  
    genvar i;
    generate    
        for (i = 0; i < WIDTH; i = i + 1) begin : GENERATE_PROPAGATE
            generate_i  GENERATE  (.Ai(A[i]),.Bi(B[i]),.Gi(G[i]));
            propagate_i PROPAGATE (.Ai(A[i]),.Bi(B[i]),.Pi(P[i]));
        end
    endgenerate
    generate    
        for (i = 1; i < WIDTH; i = i + 2) begin : LEVEL_1
            bolinha B1 (.Gi(G[i]), .Gj(G[i-1]), .Pi(P[i]), .Pj(P[i-1]), .Gij(Go[i][i-1]), .Pij(Po[i][i-1]));
        end
    endgenerate
    generate    
        for (i = 3; i < WIDTH; i = i + 4) begin : LEVEL_2
            bolinha B2 (.Gi(Go[i][i-1]), .Gj(Go[i-2][i-3]), .Pi(Po[i][i-1]), .Pj(Po[i-2][i-3]), .Gij(Go[i][i-3]), .Pij(Po[i][i-3]));
        end
    endgenerate
    generate    
        for (i = 7; i < WIDTH; i = i + 8) begin : LEVEL_3
            bolinha B3 (.Gi(Go[i][i-3]), .Gj(Go[i-4][i-7]), .Pi(Po[i][i-3]), .Pj(Po[i-4][i-7]), .Gij(Go[i][i-7]), .Pij(Po[i][i-7]));
            bolinha B4 (.Gi(Go[i-2][i-3]), .Gj(Go[i-4][i-7]), .Pi(Po[i-2][i-3]), .Pj(Po[i-4][i-7]), .Gij(Go[i-2][i-7]), .Pij(Po[i-2][i-7]));
        end
    endgenerate
    generate    
        for (i = 25; i < WIDTH; i = i + 2) begin : LEVEL_4
            bolinha B5 (.Gi(Go[i][24]), .Gj(Go[23][16]), .Pi(Po[i][24]), .Pj(Po[23][16]), .Gij(Go[i][16]), .Pij(Po[i][16]));
            bolinha B6 (.Gi(Go[i-16][8]), .Gj(Go[7][0]), .Pi(Po[i-16][8]), .Pj(Po[7][0]), .Gij(Go[i-16][0]), .Pij(Po[i-16][0]));
        end
    endgenerate
    generate    
        for (i = 17; i < WIDTH; i = i + 2) begin : LEVEL_5
            bolinha B7 (.Gi(Go[i][16]), .Gj(Go[15][0]), .Pi(Po[i][16]), .Pj(Po[15][0]), .Gij(Go[i][0]), .Pij(Po[i][0]));
        end
    endgenerate
    generate    
        for (i = 2; i < WIDTH; i = i + 2) begin : LEVEL_6
            bolinha B8 (.Gi(G[i]), .Gj(Go[i-1][0]), .Pi(P[i]), .Pj(Po[i-1][0]), .Gij(Go[i][0]), .Pij(Po[i][0]));
        end
    endgenerate
    carry C0 (.Gi(G[0]),.Pi(P[0]),.Cin(Cin),.Ci(C[0]));
    carry C1 (.Gi(Go[01][00]),.Pi(Po[01][00]),.Cin(Cin),.Ci(C[1])); 
    carry C2 (.Gi(Go[02][00]),.Pi(Po[02][00]),.Cin(Cin),.Ci(C[2])); 
    carry C3 (.Gi(Go[03][00]),.Pi(Po[03][00]),.Cin(Cin),.Ci(C[3])); 
    carry C4 (.Gi(Go[04][00]),.Pi(Po[04][00]),.Cin(Cin),.Ci(C[4])); 
    carry C5 (.Gi(Go[05][00]),.Pi(Po[05][00]),.Cin(Cin),.Ci(C[5])); 
    carry C6 (.Gi(Go[06][00]),.Pi(Po[06][00]),.Cin(Cin),.Ci(C[6])); 
    carry C7 (.Gi(Go[07][00]),.Pi(Po[07][00]),.Cin(Cin),.Ci(C[7]));
    carry C8 (.Gi(Go[08][00]),.Pi(Po[08][00]),.Cin(Cin),.Ci(C[8])); 
    carry C9 (.Gi(Go[09][00]),.Pi(Po[09][00]),.Cin(Cin),.Ci(C[9])); 
    carry C10 (.Gi(Go[10][00]),.Pi(Po[10][00]),.Cin(Cin),.Ci(C[10])); 
    carry C11 (.Gi(Go[11][00]),.Pi(Po[11][00]),.Cin(Cin),.Ci(C[11])); 
    carry C12 (.Gi(Go[12][00]),.Pi(Po[12][00]),.Cin(Cin),.Ci(C[12])); 
    carry C13 (.Gi(Go[13][00]),.Pi(Po[13][00]),.Cin(Cin),.Ci(C[13])); 
    carry C14 (.Gi(Go[14][00]),.Pi(Po[14][00]),.Cin(Cin),.Ci(C[14])); 
    carry C15 (.Gi(Go[15][00]),.Pi(Po[15][00]),.Cin(Cin),.Ci(C[15]));
    carry C16 (.Gi(Go[16][00]),.Pi(Po[16][00]),.Cin(Cin),.Ci(C[16])); 
    carry C17 (.Gi(Go[17][00]),.Pi(Po[17][00]),.Cin(Cin),.Ci(C[17])); 
    carry C18 (.Gi(Go[18][00]),.Pi(Po[18][00]),.Cin(Cin),.Ci(C[18])); 
    carry C19 (.Gi(Go[19][00]),.Pi(Po[19][00]),.Cin(Cin),.Ci(C[19])); 
    carry C20 (.Gi(Go[20][00]),.Pi(Po[20][00]),.Cin(Cin),.Ci(C[20])); 
    carry C21 (.Gi(Go[21][00]),.Pi(Po[21][00]),.Cin(Cin),.Ci(C[21])); 
    carry C22 (.Gi(Go[22][00]),.Pi(Po[22][00]),.Cin(Cin),.Ci(C[22])); 
    carry C23 (.Gi(Go[23][00]),.Pi(Po[23][00]),.Cin(Cin),.Ci(C[23])); 
    carry C24 (.Gi(Go[24][00]),.Pi(Po[24][00]),.Cin(Cin),.Ci(C[24])); 
    carry C25 (.Gi(Go[25][00]),.Pi(Po[25][00]),.Cin(Cin),.Ci(C[25])); 
    carry C26 (.Gi(Go[26][00]),.Pi(Po[26][00]),.Cin(Cin),.Ci(C[26])); 
    carry C27 (.Gi(Go[27][00]),.Pi(Po[27][00]),.Cin(Cin),.Ci(C[27])); 
    carry C28 (.Gi(Go[28][00]),.Pi(Po[28][00]),.Cin(Cin),.Ci(C[28])); 
    carry C29 (.Gi(Go[29][00]),.Pi(Po[29][00]),.Cin(Cin),.Ci(C[29])); 
    carry C30 (.Gi(Go[30][00]),.Pi(Po[30][00]),.Cin(Cin),.Ci(C[30])); 
    carry C31 (.Gi(Go[31][00]),.Pi(Po[31][00]),.Cin(Cin),.Ci(C[31]));
    soutput S0 (.Pi(P[0]),.Cant(Cin),.Si(S[0]));
    soutput S1 (.Pi(P[1]),.Cant(C[0]),.Si(S[1])); 
    soutput S2 (.Pi(P[2]),.Cant(C[1]),.Si(S[2])); 
    soutput S3 (.Pi(P[3]),.Cant(C[2]),.Si(S[3])); 
    soutput S4 (.Pi(P[4]),.Cant(C[3]),.Si(S[4])); 
    soutput S5 (.Pi(P[5]),.Cant(C[4]),.Si(S[5])); 
    soutput S6 (.Pi(P[6]),.Cant(C[5]),.Si(S[6])); 
    soutput S7 (.Pi(P[7]),.Cant(C[6]),.Si(S[7]));
    soutput S8 (.Pi(P[8]),.Cant(C[7]),.Si(S[8])); 
    soutput S9 (.Pi(P[9]),.Cant(C[8]),.Si(S[9])); 
    soutput S10 (.Pi(P[10]),.Cant(C[9]),.Si(S[10])); 
    soutput S11 (.Pi(P[11]),.Cant(C[10]),.Si(S[11])); 
    soutput S12 (.Pi(P[12]),.Cant(C[11]),.Si(S[12])); 
    soutput S13 (.Pi(P[13]),.Cant(C[12]),.Si(S[13])); 
    soutput S14 (.Pi(P[14]),.Cant(C[13]),.Si(S[14])); 
    soutput S15 (.Pi(P[15]),.Cant(C[14]),.Si(S[15]));
    soutput S16 (.Pi(P[16]),.Cant(C[15]),.Si(S[16]));
    soutput S17 (.Pi(P[17]),.Cant(C[16]),.Si(S[17]));
    soutput S18 (.Pi(P[18]),.Cant(C[17]),.Si(S[18]));
    soutput S19 (.Pi(P[19]),.Cant(C[18]),.Si(S[19]));
    soutput S20 (.Pi(P[20]),.Cant(C[19]),.Si(S[20]));
    soutput S21 (.Pi(P[21]),.Cant(C[20]),.Si(S[21]));
    soutput S22 (.Pi(P[22]),.Cant(C[21]),.Si(S[22]));
    soutput S23 (.Pi(P[23]),.Cant(C[22]),.Si(S[23]));
    soutput S24 (.Pi(P[24]),.Cant(C[23]),.Si(S[24]));
    soutput S25 (.Pi(P[25]),.Cant(C[24]),.Si(S[25]));
    soutput S26 (.Pi(P[26]),.Cant(C[25]),.Si(S[26]));
    soutput S27 (.Pi(P[27]),.Cant(C[26]),.Si(S[27]));
    soutput S28 (.Pi(P[28]),.Cant(C[27]),.Si(S[28]));
    soutput S29 (.Pi(P[29]),.Cant(C[28]),.Si(S[29]));
    soutput S30 (.Pi(P[30]),.Cant(C[29]),.Si(S[30]));
    soutput S31 (.Pi(P[31]),.Cant(C[30]),.Si(S[31]));
    assign Cout = C[WIDTH-1];
endmodule
==> impl_metrics.tcl <==
# metrics dict for downstream scripts
set metrics [dict create \
    layout.cells.non_filler 401 \
    ant_nets 0 \
    hold_class "in2out" \
    yosysCellCount 199 \
    postSynthAreaPerCell_um2 7.771 \
    top_area_frac 0.2589 \
    finalWirelength_mm 5.001 \
    insertedDiodeCount 0 \
    worst_slack_ns 6.785 \
    min-delay-start "B[30]" \
    slowest_delay_ns 0.53 \
    leakagePower_nw 0.9475 \
    grt_use_total 0.06297 \
    drc_errors 0 \
    syn_inst 199 \
    die_w_um 123 \
    setup_viol 0 \
    period_used_share 0.5811 \
    grt_pass1_vias 1627 \
    hold_path_end "S[30]" \
    start_kind "primary input" \
    drive_gt1_frac 0.04528 \
    cts_resized 0 \
    ys_types 34 \
    num_vias 1556 \
    ys_warn_count 0 \
    syn_area_um2 1546 \
    initCoreUtil 0.1498 \
    antenna_found_initial 0 \
    required_ns 12.96 \
    drt_iter0_markers 56 \
    path_max_fanout 5 \
    fin_util 0.2380 \
    timing.hold.ws_ns 7.575 \
    area_growth_pct 58.90 \
    cts_setup_buffers 0 \
    finalSetupTns_ns 0 \
    port_buffers 98 \
    wl_met2_mm 2.329 \
    numPlacedInstances 401 \
    yosys_area_um2 1546 \
    relSlewSlack 0.7116 \
    rsz0062_at_grt "no" \
    topCellsByArea "ha_1, buf_4, xnor2_1" \
    drv_cap 0 \
    cp_slowest_cell "clkdlybuf4s50_1" \
    worstHoldPathCells 4 \
    min_period_ns 9.415 \
    worst_slew_pin_slew_ns 0.4281 \
    status "finished, final reports clean" \
    worst-setup-path-type "in2out" \
    finalPower_mw 0.1036 \
    final_area_um2 2457 \
    ir_drop_mv 0.01293 \
    finalHoldViolCount 0 \
    met3_length_um 510 \
    globalplace.congestion 0.8009 \
    tool_warnings 32 \
    avgViaCountPerCell 3.880 \
    clkbuf_count 0 \
    synth_seq_share 0 \
    top_layer_used "met4" \
    regArea_um2 0 \
    max_freq_ghz 0.1062 \
    placementRows 37 \
    cts_hold_repair.buffers 0 \
    synth_top_cell_by_area "ha_1" \
    cp_cell_sequence "clkdlybuf4s50_1 > ha_1 > a211oi_2 > o21bai_1 > nand4_1 > nand2_1 > a31oi_2 > o21bai_1 > a21oi_1 > xnor2_1 > clkdlybuf4s50_1" \
    ios 98 \
    finalMaxSlewViolations 0 \
    post_dp_cell_area_um2 2457 \
    firstDrtPassIters 4 \
    grt_max_degree 7 \
    dp_hpwl_mm 4.691 \
    coreArea_um2 10320 \
    dieHeight_um 123 \
    critPathArrivalTime_ns 6.17 \
    place_ws_ns 6.752 \
    wl_met1_mm 2.120 \
    wire_per_inst_um 12.47 \
    chip_area_um2 15130 \
    grt_pass1_wl_mm 7.838 \
    grt_overflow 0 \
    critPathCaptureType "output pin" \
    power.density_nw_per_um2 42.14 \
    flops 0 \
]
[metal layers]
| layer | vias to the layer above | global-route usage |
|---|---|---|
| met5 | - | 0 |
| met2 | 59 | 0.1111 |
| li1 | 819 | - |
| met1 | 676 | 0.07488 |
| met3 | 2 | 0.02266 |
| met4 | 0 | 0.004367 |
[cells in the mapped netlist]
cell / count
or2_4: 1
nor2_1: 9
o21a_1: 4
nor2b_1: 4
nor3_4: 1
a21oi_1: 22
a21oi_2: 2
o21bai_1: 6
xor2_1: 9
a31oi_1: 1
o21ai_1: 1
inv_1: 4
nor2_2: 1
nor3_2: 1
nand3_1: 6
a31oi_2: 1
buf_4: 32
and3_1: 2
a211oi_2: 1
o2111ai_1: 1
o22ai_1: 1
fa_1: 1
nand4_1: 5
o21ai_0: 7
nor4_1: 1
a21o_1: 3
or3_1: 1
ha_1: 32
a32oi_2: 1
o21ai_2: 2
o311ai_4: 1
nand2_1: 13
nor3_1: 2
xnor2_1: 20
[logic make-up (layout without fill, tap and decap cells)]
logic type | Yosys count | after routing | synth area share
compound gates | 54 | 54 | 0.2403
simple gates | 47 | 47 | 0.1586
buf+inv | 36 | 102 | 0.1650
fa+ha+maj | 33 | 33 | 0.2718
xor+xnor | 29 | 29 | 0.1642
[final cells by class]
type                       count  area [um2]
timing repair buffer          98       980.9
tap                          136       170.2
fill                        1108        7866
inverter                       4       15.01
multi-input combinational    163        1291
[power breakdown]
| part | internal, mW | leakage (nW) | total, mW | switching [mW] |
|---|---|---|---|---|
| Combinational | 0.0664 | 0.947 | 0.104 | 0.0371 |
| Clock | 0 | 0 | 0 | 0 |
| Sequential | 0 | 0 | 0 | 0 |
| Total | 0.0664 | 0.947 | 0.104 | 0.0371 |
[cell usage in the layout, fill, tap and decap left out, drive strengths merged, types with 5 or more instances in the layout]
cell,n
clkdlybuf4s50,98
ha,32
a21oi,24
xnor2,20
nand2,13
nor2,10
o21ai,10
xor2,9
o21bai,6
nand3,6
nand4,5
[critical path, delay by kind of cell]
kind                       cells  cell delay, ns
adders and majority gates      1            0.35
and+or+nand+nor                2            0.37
xor gates and xnor gates       1            0.14
AOI/OAI and AO/OA              5            1.06
buffers and inverters          2            1.00
[worst max path at each step]
stage     start    end  slack (ns)  cells after the start
4_1_cts    A[0]  S[17]        6.74                     11
5_1_grt    A[0]  S[17]        6.50                     11
6_report   A[0]  S[17]        6.79                     11
Power and IR drop assume default switching activity.
