--- design.v ---
`timescale 1 ns/10 ps
module full_adder
    (
        input A,B,Cin,
        output S,Cout
    );
    assign S = A ^ B ^ Cin;
    assign Cout = (A & B) | (A & Cin) | (B & Cin);
endmodule: full_adder
`timescale 1 ns/10 ps
module ripple_carry_adder #(
    parameter int WIDTH = 8  
)(
    input  logic [WIDTH-1:0] A, B,
    input  logic Cin,
    output logic [WIDTH-1:0] S,
    output logic Cout
);
    logic [WIDTH-1:0] carry;
    full_adder F1A (
        .A(A[0]),
        .B(B[0]),
        .Cin(Cin),
        .S(S[0]),
        .Cout(carry[0])
    );
    genvar i;
    generate
        for (i = 1; i < WIDTH; i = i + 1) begin : full_adder_loop
            full_adder FA (
                .A(A[i]),
                .B(B[i]),
                .Cin(carry[i-1]),
                .S(S[i]),
                .Cout(carry[i])
            );
        end
    endgenerate
    assign Cout = carry[WIDTH-1];  
endmodule: ripple_carry_adder
`timescale 1 ns/10 ps
module carry_increment_32bits #(
    parameter int WIDTH = 32
)(
    input  logic [WIDTH-1:0] A, B,
    input  logic Cin,
    output logic [WIDTH-1:0] S,
    output logic Cout
);
logic [7:0] C;  
logic [6:0] C2;  
logic [1:7][3:0] S1;  
logic [1:7][4:1] andtemp;  
    ripple_carry_adder #(.WIDTH(4)) RCA1 (
        .A(A[3 : 0]),
        .B(B[3 : 0]),
        .Cin(Cin),
        .S(S[3 : 0]),
        .Cout(C[0])
    );
    genvar i;
    generate
        for (i = 1; i <= 7; i = i + 1) begin : RCAS
            ripple_carry_adder #(.WIDTH(4)) RCA2 (
                .A(A[(i*4+3):(i*4)]),
                .B(B[(i*4+3):(i*4)]),
                .Cin(1'b0),
                .S(S1[i][3:0]),
                .Cout(C2[i-1])
            );
            assign S[i*4] =     C[i-1] ^ S1 [i][0];
            assign andtemp[i][1] =   C[i-1] & S1 [i][0];
            assign S[i*4 + 1] = andtemp[i][1] ^ S1 [i][1];
            assign andtemp[i][2] =   andtemp[i][1] & S1 [i][1];
            assign S[i*4 + 2] = andtemp[i][2] ^ S1 [i][2];
            assign andtemp[i][3] =   andtemp[i][2] & S1 [i][2];
            assign S[i*4 + 3] = andtemp[i][3] ^ S1 [i][3];
            assign andtemp[i][4] =   andtemp[i][3] & S1 [i][3];
            assign C[i] =       andtemp[i][4] | C2 [i-1]; 
        end
    endgenerate
    assign Cout = C[7];  
endmodule
--- run.sh ---
#!/bin/bash
# OpenROAD 26Q1-2900-gdf79404cd8, Yosys 0.63+post, stock flow scripts
make -C /OpenROAD-flow-scripts/flow DESIGN_CONFIG=/design/flow/config.mk WORK_HOME=/design/flow/orfs finish
--- config.mk ---
export PLATFORM = sky130hd
export DESIGN_NAME = carry_increment_32bits
export DESIGN_NICKNAME = carry_increment_32bits
export VERILOG_FILES = /design/flow/design.v
export SDC_FILE = /design/flow/constraint.sdc
export NUM_CORES = 4
export LEC_CHECK = 1
export CORE_UTILIZATION = 30
--- constraint.sdc ---
current_design carry_increment_32bits

set clk_period 10.7
set clk_io_pct 0.2

create_clock -name clk0 -period $clk_period

set non_clock_inputs [all_inputs -no_clocks]
set_input_delay [expr $clk_period * $clk_io_pct] -clock clk0 $non_clock_inputs
set_output_delay [expr $clk_period * $clk_io_pct] -clock clk0 [all_outputs]
==> impl_metrics.ini <==
; yosys + openroad results
[status]
status = complete, but fails checks
failed_checks = setup timing

[power_and_ir_drop]
seqPwrFrac = 0
power.net_switching_uw = 45.6
comb_power_share = 1.000
p_int_uw = 100
power.leakage_uw = 0.00108
power.total_uw = 146
power_frac_clock = 0
power.density_mw_per_mm2 = 58.8
peakVddDrop_mv = 0.0360
switching_share = 0.313

[cells_and_area]
final_layout_top_logic_cell = clkdlybuf4s50_1
final_cell_mix = 84 x clkdlybuf4s50_1, 36 x inv_1, 23 x ha_4
final_util = 0.672
area_growth_pct = 113
final_area_sq_mm = 0.00248
clock_buffer_count = 0
drive_above_1_share = 0.234
flops = 0
fillers = 281
regArea_sq_um = 0

[route]
top_layer = met4
wl_met3_um = 385
dr.pass1.iters = 2
ant_nets = 0
drc_errors = 0
wl_met1_mm = 1.06
wl_mm = 2.50
via_per_inst = 4.11
antennaDiodeCount = 0
detail_route.wl_per_cell_um = 9.90
first_iter_violations = 3
vias = 1041
wl_met2_mm = 1.02

[yosys]
yosys_area_sq_mm = 0.00116
synthCells = 111
avgSynthCellArea_sq_um = 10.5
yosys.stat.seqShare = 0
yosys_warnings = 0
ys_cells = 111
syn_area_sq_mm = 0.00116
yosysUniqueCellTypes = 5

[die]
die_w_um = 64.2
coreArea_sq_mm = 0.00369
fp-row-count = 22
die_h_um = 64.2
fp_util = 0.315
pin_count = 98
die_area_sq_mm = 0.00413

[cts]
post_cts.repair.setup_buffers = 0
cts_hold_buf = 0

[global_route]
grt_first_pass_wirelength_mm = 4.43
grt_start_max_net_pins = 2
grt_usage = 0.137
grt_pass1_vias = 1121
overflow = 0
antenna_found_initial = 0

[placed_design]
hpwl_mm = 2.44
place.gp.congestion = 0.749
port_buffers = 98
place_area_sq_mm = 0.00249

[sta]
max_slew_margin = 0.914
fin_setup_tns_ns = -3.96
worst_pin_slew_ns = 0.129
slew_viol_final = 0
fin_hold_ws_ns = 5.03
min_period_over_period = 1.10
post-route-min-period_ns = 11.75
rsz0062_at_grt = yes
clock.fmax_ghz = 0.0851
finalWorstSetupSlack_ns = -1.05
finalHoldViolCount = 0
finalSetupViolations = 6

[setup_path]
worst-path-buf-inv = 4
worstPathArrival_ns = 9.61
max_stage_delay_ns = 0.38
cp-end-kind = output port
cpMaxStageDelayCell = fa_2
cp-start-kind = input port
critPathMostFrequentCell = ha_4
critPathRequiredTime_ns = 8.56
worstSetupPathType = input port to output port
worstPathMaxFanout = 1
cp_top_family = adder cells

[hold_path]
whs_path_depth = 5
min_from = B[0]
hold_end = S[0]
hold_class = input port to output port

[job]
drv_cap = 0
warnings = 36
cell usage after synthesis:
library cell | instances | area, sq um
inv_1 | 40 | 150
ha_1 | 35 | 438
fa_1 | 25 | 500
or2_1 | 7 | 43.8
buf_4 | 4 | 30.0
layout make-up:
class / instances / area [sq um] / area share
well taps: 48 / 60.1 / 0.0242
inverters: 40 / 168 / 0.0676
repair buffers: 98 / 957 / 0.386
multi-input cells: 67 / 1290 / 0.522
cells by family (layout without fill, tap and decap cells):
| group | after synthesis | after routing | synth area share |
|---|---|---|---|
| buffers and inverters | 44 | 138 | 0.155 |
| and+or+nand+nor | 7 | 7 | 0.0377 |
| adders and majority gates | 60 | 60 | 0.807 |
per-stage QoR:
stage	worst slack [ns]	std cells
final	-1.05	253
after global routing	-1.31	253
after CTS	-1.15	253
after detailed placement	-1.90	253
after global placement	-1.86	253
after floorplan	-0.687	111
how the worst max path moves through the flow:
stage	startpoint	endpoint	slack, ns	cells after the start
global route	A[0]	Cout	-1.31	43
CTS	A[0]	Cout	-1.15	43
finish	A[0]	Cout	-1.05	43
power by group through the flow:
| stage | Sequential, uW | Combinational (uW) | Clock [uW] |
|---|---|---|---|
| global route | 0 | 167 | 0 |
| CTS | 0 | 146 | 0 |
| finish | 0 | 146 | 0 |
tightest hold or removal path: cells and delay by family:
| kind | cells | cell delay, ns |
|---|---|---|
| buffers and inverters | 4 | 0.57 |
| adder cells (fa/ha/maj) | 1 | 0.18 |
metal layers:
| metal | vias up | GRT usage |
|---|---|---|
| met5 | - | 0 |
| met4 | 0 | 0.0167 |
| met3 | 4 | 0.0525 |
| met2 | 59 | 0.207 |
| met1 | 466 | 0.199 |
| li1 | 512 | - |
timing repair:
action | 4_1_cts | 5_1_grt
resized | 42 | 6
setup endpoints to repair | 11 | 8
pin swaps | 30 | 27
Power figures rest on the tool's default switching activity, not on a simulated workload.
